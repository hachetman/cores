File: flow/design.v
module seven_seg_ctrl (
	input CLK,
	input [7:0] din,
	output reg [7:0] dout
);
	wire [6:0] lsb_digit;
	wire [6:0] msb_digit;
	seven_seg_hex msb_nibble (
		.din(din[7:4]),
		.dout(msb_digit)
	);
	seven_seg_hex lsb_nibble (
		.din(din[3:0]),
		.dout(lsb_digit)
	);
	reg [9:0] clkdiv = 0;
	reg clkdiv_pulse = 0;
	reg msb_not_lsb = 0;
	always @(posedge CLK) begin
		clkdiv <= clkdiv + 1;
		clkdiv_pulse <= &clkdiv;
		msb_not_lsb <= msb_not_lsb ^ clkdiv_pulse;
		if (clkdiv_pulse) begin
			if (msb_not_lsb) begin
				dout[6:0] <= ~msb_digit;
				dout[7] <= 0;
			end else begin
				dout[6:0] <= ~lsb_digit;
				dout[7] <= 1;
			end
		end
	end
endmodule
module seven_seg_hex (
                      input [3:0] din,
                      output reg [6:0] dout
                      );
always @*
  case (din)
      4'h0: dout = 7'b 0111111;
      4'h1: dout = 7'b 0000110;
      4'h2: dout = 7'b 1011011;
      4'h3: dout = 7'b 1001111;
      4'h4: dout = 7'b 1100110;
      4'h5: dout = 7'b 1101101;
      4'h6: dout = 7'b 1111101;
      4'h7: dout = 7'b 0000111;
      4'h8: dout = 7'b 1111111;
      4'h9: dout = 7'b 1101111;
      4'hA: dout = 7'b 1110111;
      4'hB: dout = 7'b 1111100;
      4'hC: dout = 7'b 0111001;
      4'hD: dout = 7'b 1011110;
      4'hE: dout = 7'b 1111001;
      4'hF: dout = 7'b 1110001;
      default: dout = 7'b 1000000;
  endcase
endmodule
File: flow/config.mk
export PLATFORM = sky130hd
export DESIGN_NAME = seven_seg_ctrl
export DESIGN_NICKNAME = seven_seg_ctrl
export VERILOG_FILES = /design/flow/design.v
export SDC_FILE = /design/flow/constraint.sdc
export NUM_CORES = 4
export LEC_CHECK = 1
export CORE_AREA = 10 10 88 88
export DIE_AREA = 0 0 98 98
File: flow/constraint.sdc
current_design seven_seg_ctrl

set clk_period 1.9
set clk_io_pct 0.2

create_clock -name clk0 -period $clk_period [get_ports {CLK}]

set non_clock_inputs [all_inputs -no_clocks]
set_input_delay [expr $clk_period * $clk_io_pct] -clock clk0 $non_clock_inputs
set_output_delay [expr $clk_period * $clk_io_pct] -clock clk0 [all_outputs]
File: flow/run.sh
#!/bin/bash
# OpenROAD 26Q1-2900-gdf79404cd8, Yosys 0.63+post, stock flow scripts
make -C /OpenROAD-flow-scripts/flow DESIGN_CONFIG=/design/flow/config.mk WORK_HOME=/design/flow/orfs finish
==> CHANGELOG.md <==
## Flow update

- Via density: 3.95
- Reg2reg path depth: 4
- Fin. Hold Viols: 0
- Via Count: 897
- Design area: 1610 µm²
- Critical path class: in2reg
- Worst Skew: 0.00283 ns
- Final setup viols: 0
- Cells after DPL: 223
- Die Y: 98 µm
- Ys flops: 20
- Worst-path fanout max: 9
- Hold_buf cts: 0
- Avg Inst Size Synth: 10.1 µm²
- Logic family by area: simple AND/OR/NAND/NOR gates
- RSZ-0062 raised after global routing: false
- First-pass GRT wire length: 3.88 mm
- Synth Area in Simple Gates: 14.0%
- Leak: 0.670 nW
- F_max: 0.571 GHz
- Largest net degree at the start of global routing: 14
- Critical path required time: 1.87 ns
- Worst hold path depth: 1
- Share of cells above drive strength 1: 20.4%
- Tool Warnings: 35
- Max_slew headroom: 69.9%
- Io pins: 17
- Post-route core utilization: 27.2%
- Final min period: 1.75 ns
- N_diodes: 0
- Post-Synth Adder-Cell Area: 13.5%
- Pwr dens: 534 nW/µm²
- Compound Share, Synth: 12.7%
- Iter 0 DRT Violations: 47
- EDFF count, synth: 8
- Hold Path Class: reg2reg
- Avg WL per Cell: 9.93 µm
- Cell type with the largest total area: dfxtp_1
- Die W: 98 µm
- DR pass1 iterations: 4
- Async SR Flop Fraction: 0%
- CTS sink cnt: 20
- Worst hold slack: 0.416 ns
- # H-tree levels: 1
- Period utilization: 92.1%
- Total congestion overflow: 0
- Yosys cell count: 119
- Final HPWL DP: 1.90 mm
- Max-cap violations: 0
- Late-Pin Clk Latency: 0.25 ns
- Routed WL: 2.25 mm
- CORE AREA: 5920 µm²
- Area growth, synth to finish: 33.6%
- Synth Seq Share: 39.8%
- Initial Utilization: 20.4%
- DR DRC count: 0
- CTS tree: yes
- VDD IR max: 0.227 mV
- Reg clk slew, reported paths: 0.07 ns
- Post-synth area from yosys stat: 1210 µm²
- Nature of the critical path endpoint: register
- Most frequent cells in the layout: 18 x buf_4, 14 x clkdlybuf4s50_1, 13 x ha_1
- Num CTS Buffers: 3
- FP Rows: 28
- CP Data Arrival Time: 1.73 ns
- Vias in the first global route: 882
- Antenna violations before repair: 0
- Status: completed
- GRT Total Usage: 4.61%
- Startpoint types: primary input
- Die area: 9600 µm²
- # fillers: 595
- Final non-filler cell total: 227
- Yosys top cell area share: 19.9%
- Slew Viols, Final: 0
- Dpl cell area: 1560 µm²
- Main flop type after synthesis: dfxtp_1
- Cells after Synth: 119
- Distinct lib cells used: 33
- Count of input and output buffers: 16
- Top cell excl fill/tap: buf_4
- Gp weighted congestion: 0.814
- Clock Path Buffers: 2
- Xor/xnor share of the synthesized area: 6.54%
- Post-Syn Area: 1210 µm²
- Cell area leaders: dfxtp_1 20%, edfxtp_1 20%, ha_1 13%, xnor2_1 4.4%, inv_1 3.7%
- Mux area share: 6.54%
- Synth warn: 2
- Clock tree root driver cell: clkbuf_8
- Antenna Nets Post-Route: 0
- Slew of the pin with the lowest slew margin: 0.450 ns
==> synth_stat cells (all sizes together) (2+ instances only) <==
| master | n |
|---|---|
| edfxtp | 8 |
| inv | 12 |
| nor2 | 7 |
| o211ai | 3 |
| nor3 | 4 |
| buf | 5 |
| nand3 | 4 |
| xor2 | 3 |
| nand2b | 4 |
| xnor2 | 6 |
| nand2 | 7 |
| mux2i | 3 |
| a211oi | 3 |
| a32oi | 2 |
| mux2 | 2 |
| a21oi | 5 |
| a31oi | 4 |
| a221oi | 2 |
| ha | 13 |
| dfxtp | 12 |
==> worst max-delay path, cell delays in order <==
cell and delay [ns]:
clkdlybuf4s50_1 0.59, buf_4 0.20, nand2b_1 0.14, nand2_1 0.06
a221oi_1 0.27, a21oi_1 0.09
==> state kept, by name, summed over array words and instances (netlist names) <==
name,cells
dout,8
clkdiv,10
msb_not_lsb,1
clkdiv_pulse,1
==> cell families (layout without fill, tap and decap cells) <==
group | Yosys count | in the layout
compound gates | 22 | 22
xor+xnor | 9 | 9
buf+inv | 17 | 50
flops | 20 | 20
simple gates | 32 | 32
mux | 6 | 6
fa+ha+maj | 13 | 13
==> through the flow <==
| stage | setup TNS (ns) | total power [mW] | setup WS (ns) |
|---|---|---|---|
| 4_1_cts | 0 | 0.866 | 0.00746 |
| 3_3_place_gp | -0.888 | 0.596 | -0.247 |
| 6_report | 0 | 0.860 | 0.149 |
| 3_5_place_dp | -0.962 | 0.597 | -0.261 |
| 5_1_grt | 0 | 0.904 | 0.0764 |
| 2_1_floorplan | 0 | 0.534 | 0.310 |
==> timing repair <==
item,CTS,global route
setup buffers,0,0
resized,0,7
endpoints found under the hold margin,0,0
endpoints found under the setup margin,0,2
==> power breakdown <==
part           switching [mW]  internal, mW  total, mW  leakage, nW
Clock                   0.121         0.149      0.270       0.0228
Sequential                  0         0.446      0.446        0.168
Combinational          0.0659        0.0782      0.144        0.479
==> path summary, 6_finish.rpt <==
| path | startpoint | to | slack, ns |
|---|---|---|---|
| setup / recovery | din[3] | dout[6] | 0.15 |
| hold / removal | clkdiv[0] | clkdiv[0] | 0.42 |
| setup reg to reg | clkdiv[0] | clkdiv[6] | 0.63 |
| hold reg to reg | clkdiv[0] | clkdiv[0] | 0.42 |
==> final cells by class <==
type                    count  area [µm²]  share of cell area, %
repair buffers             34         300                   18.6
inverters                  12        45.0                   2.80
multi-input cells          82         647                   40.1
flip-flops and latches     20         480                   29.8
clock buffers               4        45.0                   2.80
well taps                  75        93.8                   5.82
==> per-layer routing <==
metal,share of wire [%],GRT usage (%),up-vias
met3,5.6,0.853,4
met1,51,6.25,387
met4,2.5,1.34,0
met2,41,7.31,23
li1,-,-,483
met5,0,0,-
Power is estimated from default activity; no workload was simulated.
