==> flow/run.sh <==
#!/bin/bash
# OpenROAD 26Q1-2900-gdf79404cd8, Yosys 0.63+post, stock flow scripts
make -C /OpenROAD-flow-scripts/flow DESIGN_CONFIG=/design/flow/config.mk WORK_HOME=/design/flow/orfs finish
==> flow/config.mk <==
export PLATFORM = sky130hd
export DESIGN_NAME = uart
export DESIGN_NICKNAME = uart
export VERILOG_FILES = /design/flow/design.v
export SDC_FILE = /design/flow/constraint.sdc
export NUM_CORES = 4
export LEC_CHECK = 1
export CORE_UTILIZATION = 50
==> flow/constraint.sdc <==
current_design uart

set clk_period 2.9
set clk_io_pct 0.2

create_clock -name clk0 -period $clk_period [get_ports {clk_i}]

set non_clock_inputs [all_inputs -no_clocks]
set_input_delay [expr $clk_period * $clk_io_pct] -clock clk0 $non_clock_inputs
set_output_delay [expr $clk_period * $clk_io_pct] -clock clk0 [all_outputs]
==> flow/design.v <==
module uart #
(parameter BAUD        = 115200,
 parameter CLK_FREQ    = 1152000)
(
 input  wire         clk_i,
 input  wire [7:0]   s_axis_tdata_i,
 input  wire         s_axis_tvalid_i,
 output reg          s_axis_tready_o,
 output wire [7:0]   m_axis_tdata_o,
 output reg          m_axis_tvalid_o,
 input  wire         m_axis_tready_i,
 input  wire         uart_rx_i,
 output reg          uart_tx_o
);
localparam CLK_PER_BAUD = CLK_FREQ / BAUD;
localparam CLK_PER_BAUD_DIV_2 = CLK_FREQ / BAUD / 2;
enum {IDLE, START, TRANSMIT, RECEIVE, AXI_SEND, STOP} uart_tx_state, uart_rx_state;
initial uart_tx_state = IDLE;
initial uart_rx_state = IDLE;
reg [7:0]  tx_data;
reg [7:0]  rx_data;
reg [2:0]  tx_bit_cnt;
reg [2:0]  rx_bit_cnt;
reg [15:0] tx_baud_cnt = 0;
reg        tx_baud_clk_ena;
reg        tx_baud_rst;
reg [15:0] rx_baud_cnt = 0;
reg        rx_baud_clk_ena;
reg        rx_baud_clk_ena_div;
reg        rx_baud_rst;
assign m_axis_tdata_o = rx_data;
always @(posedge clk_i)
  begin: TX_BAUD_CLK_ENA
  tx_baud_cnt <= tx_baud_cnt + 1;
      tx_baud_clk_ena <= 0;
      if (tx_baud_rst) begin
          tx_baud_cnt <= 0;
      end
      if (tx_baud_cnt == CLK_PER_BAUD[15:0]) begin
          tx_baud_clk_ena <= 1;
          tx_baud_cnt <= 0;
      end
  end
always @(posedge clk_i)
  begin : TX_STATE_MACHINE
      case(uart_tx_state)
          IDLE: begin
              tx_baud_rst <= 1'b1;
              if (s_axis_tvalid_i == 1'b1) begin
                  uart_tx_state <= START;
                  tx_data <= s_axis_tdata_i;
                  tx_baud_rst <= 1'b0;
              end
          end
          START: begin
              tx_bit_cnt <= 'h0;
              if (tx_baud_clk_ena) begin
                  uart_tx_state <= TRANSMIT;
              end
          end
          TRANSMIT: begin
              if (tx_baud_clk_ena) begin
                  tx_bit_cnt <= tx_bit_cnt + 1;
                  tx_data <= {tx_data[0], tx_data[7:1]};
                  if (tx_bit_cnt == 'h7) begin
                      uart_tx_state <= STOP;
                  end
              end
          end
          STOP: begin
              if (tx_baud_clk_ena) begin
                  uart_tx_state <= IDLE;
              end
          end
      endcase
  end
always @ (*)
  begin: TX_OUTPUT
    s_axis_tready_o = 1'b0;
    uart_tx_o       = 1'b1;
    case(uart_tx_state)
        IDLE: begin
            s_axis_tready_o = 1'b1;
        end
        START: begin
            uart_tx_o = 1'b0;
        end
	TRANSMIT: begin
            uart_tx_o = tx_data[0];
	end
        STOP: begin
            uart_tx_o = 1'b1;
        end
	default: begin
	end
    endcase
end
always @(posedge clk_i)
  begin: RX_BAUD_CLK_ENA
      rx_baud_cnt <= rx_baud_cnt + 1;
      rx_baud_clk_ena <= 0;
      if (rx_baud_cnt == CLK_PER_BAUD[15:0]) begin
          rx_baud_cnt <= 0;
          rx_baud_clk_ena <= 1;
      end
      if (rx_baud_cnt == CLK_PER_BAUD_DIV_2[15:0]) begin
          rx_baud_clk_ena_div <= 1;
      end
      if (rx_baud_rst) begin
          rx_baud_cnt <= 0;
      end
  end
always @(posedge clk_i)
  begin : RX_STATE_MACHINE
      case(uart_rx_state)
          IDLE: begin
              rx_baud_rst <= 1'b1;
              if (uart_rx_i == 0) begin
                  uart_rx_state <= START;
                  rx_bit_cnt <= 0;
                  rx_data <= 0;
              end
          end
          START: begin
              rx_baud_rst <= 1'b0;
              if (rx_baud_clk_ena_div) begin
                  uart_rx_state <= RECEIVE;
                  rx_baud_rst <= 1'b1;
              end
          end
          RECEIVE: begin
              rx_baud_rst <= 1'b0;
              if (rx_baud_clk_ena) begin
                  rx_bit_cnt <= rx_bit_cnt + 1;
                  rx_data <= {uart_rx_i, rx_data[7:1]};
                  if (rx_bit_cnt == 'h7) begin
                      uart_rx_state <= STOP;
                  end
              end
          end
          STOP: begin
              if (rx_baud_clk_ena) begin
                  if (uart_rx_i == 1'b1) begin
                      uart_rx_state <= AXI_SEND;
                  end else begin
                      uart_rx_state <= IDLE;
                  end
              end
          end
          AXI_SEND: begin
              if (m_axis_tready_i == 1) begin
                uart_rx_state <= IDLE;
              end
          end
      endcase
  end
always @ (*)
  begin: RX_OUTPUT
    m_axis_tvalid_o = 1'b0;
    case(uart_rx_state)
        AXI_SEND: begin
            m_axis_tvalid_o = 1'b1;
        end
	default: begin
	end
    endcase
end
endmodule
==> impl_metrics.tcl <==
# collected from the flow reports
set metrics [dict create \
    outcome "completed" \
    wl_mm 4.38 \
    final.setup.tns_ns 0 \
    num_io_pins 23 \
    synthTopCellsByArea "edfxtp_1 31%, dfxtp_1 24%, nor2_1 5.2%" \
    synth-area-yosys_mm2 0.00287 \
    fmax_mhz 444 \
    antenna_found_initial 0 \
    common_cells "40 x nor2_1, 34 x dfxtp_1, 30 x edfxtp_1" \
    most_common_cell "nor2_1" \
    yosys_warnings 1 \
    synth_area_mm2 0.00287 \
    synth-edff-count 30 \
    coreArea_mm2 0.00551 \
    postLayoutCellArea_mm2 0.00330 \
    flop_cell "dfxtp_1" \
    syn_inst 262 \
    cp.arrival_ns 1.67 \
    hold_viol 0 \
    fin_worst_skew_ns 0.00653 \
    ys.flops 64 \
    warnings 27 \
    worst_slew_pin_slew_ns 0.555 \
    fp.dieW_um 77.8 \
    placed_area_mm2 0.00310 \
    regArea_mm2 0.00158 \
    via_per_inst 5.09 \
    drive_above_1_share_pct 8.30 \
    final-comb-area_mm2 0.00115 \
    period_used_pct 77.6 \
    final_core_utilization_pct 60.0 \
    slew_headroom_pct 63.0 \
    ir_worst_vdd_mv 0.338 \
    cts_resized 0 \
    async_flop_share_pct 0 \
    rows 27 \
    worstPathCellList "nor3_1, clkdlybuf4s50_1" \
    first_iter_violations 66 \
    detail-route-antenna-nets 0 \
    cts_root_buffer "clkbuf_8" \
    dp_cells 345 \
    grt_max_degree 17 \
    place_congestion 0.842 \
    hpwl_mm 2.84 \
    die_y_um 77.8 \
    die_area_mm2 0.00605 \
    h-tree-depth 3 \
    fin_cells 361 \
    setup_viol 0 \
    cts-hold-fix-buffers 0 \
    end_kind "output port" \
    grt_usage_pct 17.1 \
    ys_seq_share_pct 55.1 \
    drt_first_pass_iters 4 \
    ys_cells 262 \
    required_ns 2.32 \
    cts_buffer_depth 2 \
    crit_fanout 6 \
    cts.clk_slew.worst_paths_ns 0.07 \
    rsz0062_at_grt "no" \
    cts_setup_buffers 0 \
    wl_per_cell_um 12.1 \
    grt_pass1_wl_mm 7.93 \
    ys_types 36 \
    drv_cap 0 \
    grt_pass1_vias 1746 \
    vias 1839 \
    syn_to_final_growth_pct 15.1 \
    port_buffers 22 \
    clk_latency_ns 0.33 \
    p_leak_nw 1.16 \
    initCoreUtil_pct 52.1 \
    avgSynthCellArea_um2 11.0 \
    period_needed_ns 2.25 \
    route.detailed.drc 0 \
    clock_sinks 64 \
    min_path_type "reg2reg" \
    top_area_share_pct 31.4 \
    max_stage_delay_ns 0.53 \
    slew_viol_final 0 \
    power_density_mw_per_mm2 552 \
    crit_slowest_cell "clkdlybuf4s50_1" \
    top_area_cell "edfxtp_1" \
    cts-buffers-inserted 9 \
    cts_tree "yes" \
    start_kind "register" \
    diodes 0 \
    fillers 464 \
    grt.overflow.total 0 \
    worstSetupPathType "reg2out" \
]
## sequential cells by signal, summed over array words and instances, names as in the netlist
| register | count |
|---|---|
| rx_baud_clk_ena | 1 |
| rx_baud_rst | 1 |
| tx_baud_cnt | 16 |
| rx_bit_cnt | 3 |
| tx_data | 8 |
| tx_bit_cnt | 3 |
| uart_tx_state | 3 |
| rx_data | 8 |
| rx_baud_cnt | 16 |
| tx_baud_clk_ena | 1 |
| tx_baud_rst | 1 |
| uart_rx_state | 3 |
## layout make-up
cell class              instances  area share (%)
clock buffers                  11            3.98
inverters                       9            1.02
multi-input cells             175            34.9
repair buffers                 25            7.35
flip-flops and latches         64            47.9
well taps                      72            2.73
clock inverters                 5            2.16
## critical path: cells and delay by family (launching register included)
family,cells,cell delay (ns)
simple gates,1,0.37
buf+inv,1,0.53
flops,1,0.44
## layout by cell type (no fill, tap or decap), types with 2 or more instances in the layout
cell type	n
and3_1	4
nor4_1	6
clkbuf_1	2
nor4b_1	5
clkdlybuf4s50_1	22
a21oi_1	3
edfxtp_1	30
clkinv_1	3
bufinv_16	2
xor2_1	14
nand2_1	9
nor2b_1	2
clkbuf_8	9
ha_1	8
nand4_1	11
inv_1	9
buf_4	3
dfxtp_1	34
xnor2_1	14
and4_1	6
nor2_1	40
nand3_1	9
nor3_1	9
and2_1	12
or2_1	2
nand2b_1	2
mux2_2	9
## per-stage QoR
stage	hold slack (ns)	power [W]	setup slack [ns]
after detailed placement	0.468	0.00105	0.930
after global placement	0.455	0.00105	0.964
after global routing	0.496	0.00190	0.504
after floorplan	0.437	0.00102	1.19
after CTS	0.483	0.00185	0.621
final	0.481	0.00182	0.649
## cell families after synthesis
logic type      Yosys count  share of synthesized area (%)
compound gates           10                           2.22
xor+xnor                 28                           8.55
fa+ha+maj                 8                           3.49
buf+inv                  23                           4.75
flops                    64                           55.1
mux                       9                           3.53
simple gates            120                           22.3
## per-layer routing
| metal | GRT usage (%) | routed length (um) |
|---|---|---|
| met5 | 0 | 0 |
| met4 | 2.83 | 70 |
| met3 | 4.66 | 193 |
| met2 | 24.7 | 1900 |
| met1 | 28.0 | 2220 |
## final timing paths
check / endpoint / from / depth (start not counted) / slack, ns
min reg2reg: rx_baud_cnt[0]$_SDFF_PP0_ / rx_baud_cnt[0]$_SDFF_PP0_ / 1 / 0.48
min: rx_baud_cnt[0]$_SDFF_PP0_ / rx_baud_cnt[0]$_SDFF_PP0_ / 1 / 0.48
max: s_axis_tready_o / uart_tx_state[1]$_DFFE_PP_ / 2 / 0.65
max reg2reg: tx_data[4]$_DFFE_PP_ / uart_tx_state[0]$_DFFE_PP_ / 4 / 1.12
## report_power, final
part           internal [W]  switching (W)
registers          0.000956      0.0000110
clock network      0.000476       0.000322
logic             0.0000358      0.0000237
total               0.00147       0.000357
Power figures rest on the tool's default switching activity, not on a simulated workload.
